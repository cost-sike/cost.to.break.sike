==> design.v <==
 (* use_dsp = "no" *) module multiplier
#(
    parameter WIDTH_IN = 64 
  )
 (
  input  wire                   clk,
  input  wire  [WIDTH_IN-1:0]   a,
  input  wire  [WIDTH_IN-1:0]   b,
  output wire  [2*WIDTH_IN-1:0] p
  );
 assign p = a*b;
endmodule  
module BlockRam
#(
  parameter DATA_WIDTH = 10,
  parameter ADDR_WIDTH = 8
)
(
  input  wire                  clk,
  input  wire [DATA_WIDTH-1:0] din,
  input  wire [ADDR_WIDTH-1:0] addr,
  input  wire                  we,
  output reg  [DATA_WIDTH-1:0] dout
);
  localparam SIZE = 2**ADDR_WIDTH;
  reg [DATA_WIDTH-1:0] mem [0:SIZE-1];
  always @ (posedge clk)
  begin
    if (we)
      mem[addr] <= din;
  end
  always @ (posedge clk)
  begin
    dout <= mem[addr];
  end
endmodule
==> run.sh <==
#!/bin/bash
# OpenROAD 26Q1-2900-gdf79404cd8, Yosys 0.63+post, stock flow scripts
make -C /OpenROAD-flow-scripts/flow DESIGN_CONFIG=/design/flow/config.mk WORK_HOME=/design/flow/orfs finish
==> config.mk <==
export PLATFORM = sky130hd
export DESIGN_NAME = BlockRam
export DESIGN_NICKNAME = BlockRam
export VERILOG_FILES = /design/flow/design.v
export SDC_FILE = /design/flow/constraint.sdc
export NUM_CORES = 4
export LEC_CHECK = 1
export CORE_UTILIZATION = 50
==> constraint.sdc <==
current_design BlockRam

set clk_period 13.0
set clk_io_pct 0.2

create_clock -name clk0 -period $clk_period [get_ports {clk}]

set non_clock_inputs [all_inputs -no_clocks]
set_input_delay [expr $clk_period * $clk_io_pct] -clock clk0 $non_clock_inputs
set_output_delay [expr $clk_period * $clk_io_pct] -clock clk0 [all_outputs]
==> metrics.cfg <==
[final_timing]
post-route-min-period_ns=6.87
setup_tns_ns=0
rsz0062_at_grt=no
fmax_ghz=0.146
fin_crit_sh=0.528
max_slew_margin=-0.0238
clock_skew_ns=0.0331
hold_viol=0
whs_ns=1.02
finalMaxSlewViolations=2
setup_viol=0
worst-slew-pin-transition_ns=1.52

[floorplanning]
fp.dieH_um=444
num_rows=161
die-width_um=444
io_pins=30
fp_util=0.505
die_area_um2=197000
core_area_um2=193000

[critical_path]
worst_ep_arrival_time_ns=7.56
path_common_cell=buf_4
crit_type=primary input to flop
cp_slowest_stage_delay_ns=1.33
cp.depth=9
r2r_slack_ns=9.78
r2r_end=dout[3]
crit_chain=buf_8 -> buf_4 -> buf_4 -> buf_4 -> mux4_2 -> a22oi_1 -> a21oi_1 -> o41ai_1 -> nand4_1
critPathTopFamily=buffers and inverters
start_kind=primary input
worstSetupEndpointType=flop
required_ns=13.69
slowest_stage=o41ai_1
crit_fanout=63
reg2reg_from=mem[171][3]
ff2ff_path_depth=5
worst-path-buf-inv=4

[global_routing]
grt_pass1_vias=52000
antenna_found_initial=7
top_usage_layer=met1
grt_pass1_wl_mm=354
grt_usage=0.285
grt_use_met2=0.399
grt_max_degree=114
grt-ovfl-total=0
grt_use_met3=0.198
use_met1=0.401

[finish]
drive_gt1_frac=0.286
syn_to_final_growth_pct=14.1
fin_area_um2=111000

[route]
drtAntennaViolNets=0
vias=46500
drt_pre_antenna_iters=5
drt_iter0_drc=2921
drc=0
viasPerCell=6.20
wl_per_cell_um=32.2
detail_route.wirelength_mm=241

[run_status]
status=finished with violations
violations=capacitance limit, slew limit

[synthesis]
synth_warnings=1
yosys.area.top_type=edfxtp_1
mux_share=0.148
yosys_area_um2=97600
synth-simple-area-share=0.0141
synthFlopType=edfxtp_1
adder_share=0
synth_top_area_share=0.788
avgSynthCellArea_um2=22.5
synth-edff-count=2560
topCellsByArea=edfxtp_1, mux4_2, a22oi_1
yosys_cells=4338
ys_top_cells_by_count=edfxtp_1, mux4_2, a22oi_1, nor2_1, clkbuf_1
synth_seq_share=0.790
synth_area_um2=97600
ys_types=23
ys_sh_aoi=0.0364
top_cell=edfxtp_1
synthArstFlopShare=0
xor_share=0
logic_family=multiplexers
synthCells=4338
synth_flops=2570

[clock_network]
hold_buffers=0
htreeDepth=5
root_buffer=clkbuf_16
cts_sinks=2570
postCtsSetupRepairBufs=0
cts_tree=done
clock.latency.late_pin_ns=0.91
clock_path_buffers=4
cts_resized=0
path_clk_slew_ns=0.06
cts_buffers=280

[place]
place_congestion=0.877
io_buffers=29
dp_hpwl_mm=141
postPlaceCellArea_um2=103000

[hold_path]
hold_path_end=dout[4]
hold_start=mem[7][4]
hold_path.class=flop to flop
worstHoldPathCells=5

[flow_run]
maxCapViolations=1
tool_warnings=29

[pwr]
leakagePower_uw=0.0345
vdd_drop_max_uv=100
p_per_area_nw_per_um2=154

tightest hold or removal path, stage by stage, from the launching register on:
cell	delay (ns)
edfxtp_1	0.31
mux4_2	0.23
a22oi_1	0.06
a21oi_1	0.15
o41ai_1	0.14
nand4_1	0.11
state kept, by name (all words and copies together), names as in the netlist:
name	cells
mem	2560
dout	10
logic make-up after synthesis:
kind of cell           after synthesis
buffers and inverters              276
AND/OR/NAND/NOR                    332
AND-OR/OR-AND                      520
flip-flops                        2570
multiplexers                       640
cell type report:
class	count	area, µm²
Timing Repair Buffer	428	3450
Inverter	1	3.75
Tap cell	2526	3160
Clock buffer	352	7440
Fill cell	13600	81800
Multi-Input combinational cell	1492	19500
Clock inverter	111	712
Antenna cell	7	17.5
Sequential cell	2570	77100
per-layer routing:
metal | part of all wire | wire [µm] | vias up
met5 | 0.00072 | 173 | -
met4 | 0.037 | 8890 | 7
met3 | 0.16 | 38900 | 409
met2 | 0.47 | 114000 | 2800
met1 | 0.33 | 79000 | 23800
li1 | - | - | 19400
per-stage QoR:
stage | total power, µW | cells | setup WS, ns | utilization
4_1_cts | 17300 | 7480 | 6.00 | 0.576
6_report | 17100 | 7487 | 6.13 | 0.576
2_1_floorplan | 9710 | 4338 | 8.10 | -
3_3_place_gp | 10100 | 7014 | 4.68 | 0.534
5_1_grt | 17600 | 7485 | 5.91 | 0.576
3_5_place_dp | 10100 | 7017 | 5.06 | 0.534
worst max-delay path by stage:
stage	start	end	slack [ns]
6_report	addr[1]	dout[3]	6.13
5_1_grt	addr[0]	dout[3]	5.91
4_1_cts	addr[0]	dout[3]	6.00
power by group:
| group | switching [µW] | internal (µW) |
|---|---|---|
| Combinational | 492 | 264 |
| Sequential | 23.7 | 9130 |
| Clock | 3020 | 4190 |
| Total | 3540 | 13600 |
layout by cell type (no fill, tap or decap), drive strengths merged, types with 9 or more instances in the layout:
cell type and instances:
clkdlybuf4s50 17, mux4 640, edfxtp 2560, a22oi 320, o41ai 40, clkbuf 352, nor2 232, nor3 30
buf 411, dfxtp 10, bufinv 9, nand3 13, clkinv 100, nand4 10, a21oi 160, nand2 28
No activity file was given, so power comes from the tool's default toggle rates.
